<file path="flow/design.v">
package core_pkg;
  localparam DATA_WIDTH = 32;
  localparam REG_MEM_ADDR_WIDTH  = 5;
  localparam INST_MEM_ADDR_WIDTH = 12;
  localparam DATA_MEM_ADDR_WIDTH = 12;
  localparam logic [2:0] FUNCT3_R_ADD_SUB   = 3'h0;  
  localparam logic [2:0] FUNCT3_I_ADDI      = 3'h0;  
  localparam logic [2:0] FUNCT3_R_XOR       = 3'h4;  
  localparam logic [2:0] FUNCT3_I_XORI      = 3'h4;  
  localparam logic [2:0] FUNCT3_R_OR        = 3'h6;  
  localparam logic [2:0] FUNCT3_I_ORI       = 3'h6;  
  localparam logic [2:0] FUNCT3_R_AND       = 3'h7;  
  localparam logic [2:0] FUNCT3_I_ANDI      = 3'h7;  
  localparam logic [2:0] FUNCT3_R_SLL       = 3'h1;  
  localparam logic [2:0] FUNCT3_I_SLLI      = 3'h1;  
  localparam logic [2:0] FUNCT3_R_SHIFT_R   = 3'h5;  
  localparam logic [2:0] FUNCT3_I_SHIFT_R   = 3'h5;  
  localparam logic [2:0] FUNCT3_R_SLT       = 3'h2;  
  localparam logic [2:0] FUNCT3_I_SLTI      = 3'h2;  
  localparam logic [2:0] FUNCT3_R_SLTU      = 3'h3;  
  localparam logic [2:0] FUNCT3_I_SLTIU     = 3'h3;  
  localparam logic [2:0] FUNCT3_LOAD_BYTE   = 3'h0;  
  localparam logic [2:0] FUNCT3_LOAD_HALF   = 3'h1;  
  localparam logic [2:0] FUNCT3_LOAD_WORD   = 3'h2;  
  localparam logic [2:0] FUNCT3_LOAD_BYTE_U = 3'h4;  
  localparam logic [2:0] FUNCT3_LOAD_HALF_U = 3'h5;  
  localparam logic [2:0] FUNCT3_STORE_BYTE  = 3'h0;  
  localparam logic [2:0] FUNCT3_STORE_HALF  = 3'h1;  
  localparam logic [2:0] FUNCT3_STORE_WORD  = 3'h2;  
  localparam logic [2:0] FUNCT3_BRANCH_EQ   = 3'b000;  
  localparam logic [2:0] FUNCT3_BRANCH_NE   = 3'b001;  
  localparam logic [2:0] FUNCT3_BRANCH_LT   = 3'b100;  
  localparam logic [2:0] FUNCT3_BRANCH_GE   = 3'b101;  
  localparam logic [2:0] FUNCT3_BRANCH_LTU  = 3'b110;  
  localparam logic [2:0] FUNCT3_BRANCH_GEU  = 3'b111;  
  localparam logic [2:0] FUNCT3_JALR        = 3'h0;  
  localparam logic [2:0] FUNCT3_INV         = 3'h0;
  localparam logic [6:0] FUNCT7_R_ADD   = 7'h00;  
  localparam logic [6:0] FUNCT7_R_SUB   = 7'h20;  
  localparam logic [6:0] FUNCT7_R_XOR   = 7'h00;  
  localparam logic [6:0] FUNCT7_R_OR    = 7'h00;  
  localparam logic [6:0] FUNCT7_R_AND   = 7'h00;  
  localparam logic [6:0] FUNCT7_R_SLL   = 7'h00;  
  localparam logic [6:0] FUNCT7_R_SRL   = 7'h00;  
  localparam logic [6:0] FUNCT7_R_SRA   = 7'h20;  
  localparam logic [6:0] FUNCT7_I_SLL   = 7'h00;  
  localparam logic [6:0] FUNCT7_I_SRL   = 7'h00;  
  localparam logic [6:0] FUNCT7_I_SRA   = 7'h20;  
  localparam logic [6:0] FUNCT7_R_SLT   = 7'h00;  
  localparam logic [6:0] FUNCT7_R_SLTU  = 7'h00;  
  localparam logic [6:0] FUNCT7_INVALID = 7'h11;
  typedef enum logic [6:0] {
    OPCODE_RTYPE  = 7'b0110011,
    OPCODE_ITYPE  = 7'b0010011,
    OPCODE_LOAD   = 7'b0000011,
    OPCODE_STORE  = 7'b0100011,
    OPCODE_BRANCH = 7'b1100011,
    OPCODE_JAL    = 7'b1101111,
    OPCODE_JALR   = 7'b1100111,
    OPCODE_LUI    = 7'b0110111,
    OPCODE_AUIPC  = 7'b0010111,
    OPCODE_ENV    = 7'b1110011
  } opcode_e;
  typedef enum logic [2:0] {
    IMM_ITYPE,
    IMM_LOGICAL,
    IMM_STYPE,
    IMM_BTYPE,
    IMM_UTYPE,
    IMM_JTYPE,
    IMM_RTYPE  
  } imm_sel_e;
  typedef enum logic [1:0] {
    WB_ALU,
    WB_MEM,
    WB_PC4,
    WB_NONE
  } wb_sel_e;
endpackage
`timescale 1ns / 1ps
module if_stage #(
  parameter DATA_WIDTH = 32
) (
  input logic clk,
  input logic rst_n,
  input logic pc_we,
  output logic [DATA_WIDTH-1:0] pc_o,
  output logic [DATA_WIDTH-1:0] pc_plus4_o
);
  logic [DATA_WIDTH-1:0] pc_w;
  program_counter #(
    .DATA_WIDTH(DATA_WIDTH)
  ) pc_inst (
    .clk(clk),
    .rst_n(rst_n),
    .pc_we(pc_we),
    .pc_i(pc_w),
    .pc_o(pc_o)
  );
  assign pc_w = pc_o + 32'd4;
  assign pc_plus4_o = pc_w;
endmodule
`timescale 1ns / 1ps
module program_counter #(
  parameter DATA_WIDTH = 32
) (
  input  logic clk,
  input  logic rst_n,
  input  logic pc_we,
  input  logic [DATA_WIDTH-1:0] pc_i,
  output logic [DATA_WIDTH-1:0] pc_o
);
  always_ff @(posedge clk or negedge rst_n) begin
    if (!rst_n) begin
      pc_o <= '0;
    end else if (pc_we) begin
      pc_o <= pc_i;
    end
  end
endmodule
</file>
<file path="flow/run.sh">
#!/bin/bash
# OpenROAD 26Q1-2900-gdf79404cd8, Yosys 0.63+post, stock flow scripts
make -C /OpenROAD-flow-scripts/flow DESIGN_CONFIG=/design/flow/config.mk WORK_HOME=/design/flow/orfs finish
</file>
<file path="flow/config.mk">
export PLATFORM = sky130hd
export DESIGN_NAME = if_stage
export DESIGN_NICKNAME = if_stage
export VERILOG_FILES = /design/flow/design.v
export SDC_FILE = /design/flow/constraint.sdc
export NUM_CORES = 4
export LEC_CHECK = 1
export CORE_UTILIZATION = 30
</file>
<file path="flow/constraint.sdc">
current_design if_stage

set clk_period 7.3
set clk_io_pct 0.2

create_clock -name clk0 -period $clk_period [get_ports {clk}]

set non_clock_inputs [all_inputs -no_clocks]
set_input_delay [expr $clk_period * $clk_io_pct] -clock clk0 $non_clock_inputs
set_output_delay [expr $clk_period * $clk_io_pct] -clock clk0 [all_outputs]
</file>
==> results_slide.txt <==
Synthesis and Place & Route Summary

Yosys
  • Cell variety after synth: 29
  • Synthesized netlist cell count: 194
  • Dominant comb cell: simple AND/OR/NAND/NOR gates
  • Simple share: 29.3%
  • Yosys stat area: between 1500 and 2000 sq um
  • Syn_area_per_cell: 10.0 sq um
  • Number of enable flip-flop cells: 0
  • Ys flop type: dfrtp_1
  • Mapped Area: 1950 sq um
  • Aoi share: 0%
  • Register share after synthesis: 38.5%
  • XORs/XNORs by Area: 25.6%
  • Yosys cell count: just under 200
  • Post-synth regs: 30
  • Adder-cell area share of the yosys netlist: less than 1%
  • MUX area fraction: less than 1%
  • Asr flop ratio synth: 100%
  • Yosys warnings: 1

Floorplanning
  • FP Rows: 29
  • Core Region: 6310 sq um
  • I/O pin total: between 60 and 70
  • Die Height: 82.6 microns
  • Init Core Util: 30.9%
  • Die Wd: ~83 microns
  • Total die size: 6820 sq um

Clocking
  • Cts hold-fix bufs: 0
  • Post-CTS Setup Bufs: 0
  • Clk ins delay skew pair: roughly 0.28 ns
  • Clock Sinks: 30
  • H-tree lvl count: 2
  • CTS resizes: 0
  • Num CTS Buffers: 5
  • Max Root-Sink Buffers: 2
  • CTS tree: yes
  • CTS clock-pin slew for the worst setup and hold paths: 0.06 ns
  • Root buf cell: clkbuf_8

Setup path
  • Crit Path Class: reg2out
  • Crit path DAT: 2.52 ns
  • Startpoint types: register
  • Crit end category: output pin
  • Critical path required time: 5.84 ns
  • CP Max Fanout: 16

Global routing
  • Total global routing overflow: 0
  • First-pass GRT wire length: ~6800 microns
  • Number of global-route vias before repair: 1408
  • Initial antenna violation count: 0
  • Largest net degree at the start of global routing: 31
  • All-Layer GR Usage: between 10% and 20%

Power and ir drop
  • Worst VDD drop: about 230 uV
  • Power Dens Cells: roughly 190 nW/um^2
  • Design Power: 0.000515 W
  • Pleak: 1.06 nW

STA
  • Final setup margin: 3.32 ns
  • Pins Over Slew Limit: 0
  • Fin crit period: 3.98 ns
  • Worst slew pin tran: 0.578 ns
  • Worst hold slack: between 0.5 and 0.6 ns
  • Setup tns final: 0 ns
  • Count of final hold-check violations: 0
  • Slew Limit Headroom: 61.3%
  • Final cycle utilization of the critical path: 54.5%
  • Fmax: 251 MHz
  • Final setup violation count: 0
  • Worst Skew: 0.00487 ns
  • RSZ-0062 raised after global routing: false

Placement
  • Buffers on Ports: a little over 60
  • Setup WS pre-CTS: between 3 and 4 ns
  • Dpl cells: 323
  • HPWL after DPL: 3110 microns
  • Routability cong.: 0.751

Routing
  • Initial drt markers: 92
  • N_diodes: 0
  • Drt first pass iters: 4
  • WL/cell: 13.0 microns
  • Vias/cell: 4.75
  • Via count: approximately 1600
  • DRC: 0
  • Post-route ant nets: 0
  • Final WL: 4290 microns

Run
  • Max Cap Viol: 0
  • Tool Warnings: 25

Finish
  • Layout cells sized above 1: between 10% and 20%
  • Fillers: 609
  • Largest regs: pc_inst.pc_o (30)
  • Area delta synth->final: 38.4%
  • Cell Count, Final, Fillers Out: roughly 330
  • Largest register by flop count: pc_inst.pc_o
  • Max FFs per register: 30

Min path
  • Worst min path class: reg2reg

Status
  • Run status: finished, final reports clean
-- synth_stat cells (2+ instances only) --
| library cell | count | area [sq um] |
|---|---|---|
| nor2_1 | 8 | 30.0 |
| nor4_4 | 2 | 42.5 |
| and4_1 | 3 | 26.3 |
| nand2_1 | 12 | 45.0 |
| nand4_2 | 2 | 25.0 |
| buf_2 | 9 | 45.0 |
| dfrtp_1 | 30 | 751 |
| and2_1 | 6 | 37.5 |
| xnor2_1 | 43 | 377 |
| nor4_1 | 2 | 12.5 |
| nand4_1 | 17 | 106 |
| xor2_1 | 14 | 123 |
| inv_1 | 2 | 7.51 |
| nand3_1 | 16 | 80.1 |
| and3_1 | 3 | 18.8 |
| buf_4 | 4 | 30.0 |
| nand3_2 | 7 | 70.1 |
| nor3_1 | 2 | 10.0 |
| nor3_2 | 2 | 20.0 |
-- area by class of cell --
cell class | instances | area (sq um) | share of cell area (%)
clock buffer | 7 | 86.3 | 3.20
clock inverter | 1 | 5.00 | 0.186
tap | 77 | 96.3 | 3.57
inverter | 2 | 7.51 | 0.278
timing repair buffer | 65 | 643 | 23.8
multi-input combinational | 149 | 1110 | 41.1
sequential | 30 | 751 | 27.8
-- worst paths after layout --
check,startpoint,end,slack [ns],depth (start not counted)
min,pc_inst.pc_o[31]$_DFFE_PN0P_,pc_inst.pc_o[31]$_DFFE_PN0P_,0.51,1
min reg2reg,pc_inst.pc_o[31]$_DFFE_PN0P_,pc_inst.pc_o[31]$_DFFE_PN0P_,0.51,1
max,pc_inst.pc_o[2]$_DFFE_PN0P_,pc_plus4_o[24],3.32,7
min in group asynchronous,rst_n,pc_inst.pc_o[30]$_DFFE_PN0P_,1.57,2
max in group asynchronous,rst_n,pc_inst.pc_o[21]$_DFFE_PN0P_,5.43,2
max reg2reg,pc_inst.pc_o[2]$_DFFE_PN0P_,pc_inst.pc_o[22]$_DFFE_PN0P_,5.35,6
-- power breakdown --
group	switching, W	internal (W)	total (W)
Sequential	0.0000439	0.000184	0.000228
Clock	0.0000623	0.0000759	0.000138
Combinational	0.0000454	0.000104	0.000149
Total	0.000152	0.000364	0.000515
-- cells in the final DEF (no fill, tap or decap), drive strengths merged --
cell           instances
conb                   4
nand3                 23
nor2                   8
inv                    2
xnor2                 43
nand4                 20
mux2                   1
clkinv                 1
nor3                   4
nand2                 12
and3                   3
clkdlybuf4s50         62
xor2                  14
nor4                   5
and2                   6
buf                    3
dfrtp                 30
ha                     1
and4                   3
or2                    1
clkbuf                 7
nand2b                 1
-- metrics by stage --
step	instance area, sq um	utilization (%)
6_report	2700	42.7
5_1_grt	2700	42.7
4_1_cts	2700	42.7
3_5_place_dp	2610	41.3
3_3_place_gp	2610	41.3
2_1_floorplan	1960	-
-- worst max-delay path: stages, from the launching register on --
cell and delay, ns:
dfrtp_1 0.50, ha_1 0.30, nand3_1 0.14, nor4_4 0.28
buf_4 0.29, nand3_2 0.10, xnor2_1 0.15, clkdlybuf4s50_1 0.47
-- kinds of logic (layout without fill, tap and decap cells) --
group / count (synthesis) / count (layout)
buf+inv: 18 / 75
xor+xnor: 57 / 57
other cells: 1 / 4
fa+ha+maj: 1 / 1
simple gates: 86 / 86
mux: 1 / 1
flops: 30 / 30
-- routing by layer --
| layer | part of all wire (%) | global-route usage, % | routed length, microns |
|---|---|---|---|
| met1 | 48 | 21.0 | 2060 |
| met2 | 45 | 20.7 | 1950 |
| met3 | 5.3 | 2.34 | 227 |
| met4 | 1.4 | 1.90 | 59 |
| met5 | 0 | 0 | 0 |
No activity file was given, so power comes from the tool's default toggle rates.
