==> flow/design.v <==
package core_pkg;
  localparam DATA_WIDTH = 32;
  localparam REG_MEM_ADDR_WIDTH  = 5;
  localparam INST_MEM_ADDR_WIDTH = 12;
  localparam DATA_MEM_ADDR_WIDTH = 12;
  localparam logic [2:0] FUNCT3_R_ADD_SUB   = 3'h0;  
  localparam logic [2:0] FUNCT3_I_ADDI      = 3'h0;  
  localparam logic [2:0] FUNCT3_R_XOR       = 3'h4;  
  localparam logic [2:0] FUNCT3_I_XORI      = 3'h4;  
  localparam logic [2:0] FUNCT3_R_OR        = 3'h6;  
  localparam logic [2:0] FUNCT3_I_ORI       = 3'h6;  
  localparam logic [2:0] FUNCT3_R_AND       = 3'h7;  
  localparam logic [2:0] FUNCT3_I_ANDI      = 3'h7;  
  localparam logic [2:0] FUNCT3_R_SLL       = 3'h1;  
  localparam logic [2:0] FUNCT3_I_SLLI      = 3'h1;  
  localparam logic [2:0] FUNCT3_R_SHIFT_R   = 3'h5;  
  localparam logic [2:0] FUNCT3_I_SHIFT_R   = 3'h5;  
  localparam logic [2:0] FUNCT3_R_SLT       = 3'h2;  
  localparam logic [2:0] FUNCT3_I_SLTI      = 3'h2;  
  localparam logic [2:0] FUNCT3_R_SLTU      = 3'h3;  
  localparam logic [2:0] FUNCT3_I_SLTIU     = 3'h3;  
  localparam logic [2:0] FUNCT3_LOAD_BYTE   = 3'h0;  
  localparam logic [2:0] FUNCT3_LOAD_HALF   = 3'h1;  
  localparam logic [2:0] FUNCT3_LOAD_WORD   = 3'h2;  
  localparam logic [2:0] FUNCT3_LOAD_BYTE_U = 3'h4;  
  localparam logic [2:0] FUNCT3_LOAD_HALF_U = 3'h5;  
  localparam logic [2:0] FUNCT3_STORE_BYTE  = 3'h0;  
  localparam logic [2:0] FUNCT3_STORE_HALF  = 3'h1;  
  localparam logic [2:0] FUNCT3_STORE_WORD  = 3'h2;  
  localparam logic [2:0] FUNCT3_BRANCH_EQ   = 3'b000;  
  localparam logic [2:0] FUNCT3_BRANCH_NE   = 3'b001;  
  localparam logic [2:0] FUNCT3_BRANCH_LT   = 3'b100;  
  localparam logic [2:0] FUNCT3_BRANCH_GE   = 3'b101;  
  localparam logic [2:0] FUNCT3_BRANCH_LTU  = 3'b110;  
  localparam logic [2:0] FUNCT3_BRANCH_GEU  = 3'b111;  
  localparam logic [2:0] FUNCT3_JALR        = 3'h0;  
  localparam logic [2:0] FUNCT3_INV         = 3'h0;
  localparam logic [6:0] FUNCT7_R_ADD   = 7'h00;  
  localparam logic [6:0] FUNCT7_R_SUB   = 7'h20;  
  localparam logic [6:0] FUNCT7_R_XOR   = 7'h00;  
  localparam logic [6:0] FUNCT7_R_OR    = 7'h00;  
  localparam logic [6:0] FUNCT7_R_AND   = 7'h00;  
  localparam logic [6:0] FUNCT7_R_SLL   = 7'h00;  
  localparam logic [6:0] FUNCT7_R_SRL   = 7'h00;  
  localparam logic [6:0] FUNCT7_R_SRA   = 7'h20;  
  localparam logic [6:0] FUNCT7_I_SLL   = 7'h00;  
  localparam logic [6:0] FUNCT7_I_SRL   = 7'h00;  
  localparam logic [6:0] FUNCT7_I_SRA   = 7'h20;  
  localparam logic [6:0] FUNCT7_R_SLT   = 7'h00;  
  localparam logic [6:0] FUNCT7_R_SLTU  = 7'h00;  
  localparam logic [6:0] FUNCT7_INVALID = 7'h11;
  typedef enum logic [6:0] {
    OPCODE_RTYPE  = 7'b0110011,
    OPCODE_ITYPE  = 7'b0010011,
    OPCODE_LOAD   = 7'b0000011,
    OPCODE_STORE  = 7'b0100011,
    OPCODE_BRANCH = 7'b1100011,
    OPCODE_JAL    = 7'b1101111,
    OPCODE_JALR   = 7'b1100111,
    OPCODE_LUI    = 7'b0110111,
    OPCODE_AUIPC  = 7'b0010111,
    OPCODE_ENV    = 7'b1110011
  } opcode_e;
  typedef enum logic [2:0] {
    IMM_ITYPE,
    IMM_LOGICAL,
    IMM_STYPE,
    IMM_BTYPE,
    IMM_UTYPE,
    IMM_JTYPE,
    IMM_RTYPE  
  } imm_sel_e;
  typedef enum logic [1:0] {
    WB_ALU,
    WB_MEM,
    WB_PC4,
    WB_NONE
  } wb_sel_e;
endpackage
`timescale 1ns / 1ps
module if2id_reg #(
  parameter DATA_WIDTH = 32
) (
  input logic clk,
  input logic rst_n,
  input logic [DATA_WIDTH-1:0] pc_i,
  input logic [DATA_WIDTH-1:0] pc_plus4_i,
  input logic [DATA_WIDTH-1:0] instruction_i,
  output logic [DATA_WIDTH-1:0] pc_o,
  output logic [DATA_WIDTH-1:0] pc_plus4_o,
  output logic [DATA_WIDTH-1:0] instruction_o
);
  always_ff @(posedge clk or negedge rst_n) begin
    if (!rst_n) begin
      pc_o          <= '0;
      pc_plus4_o    <= '0;
      instruction_o <= '0;
    end else begin
      pc_o          <= pc_i;
      pc_plus4_o    <= pc_plus4_i;
      instruction_o <= instruction_i;
    end
  end
endmodule
==> flow/run.sh <==
#!/bin/bash
# OpenROAD 26Q1-2900-gdf79404cd8, Yosys 0.63+post, stock flow scripts
make -C /OpenROAD-flow-scripts/flow DESIGN_CONFIG=/design/flow/config.mk WORK_HOME=/design/flow/orfs finish
==> flow/config.mk <==
export PLATFORM = sky130hd
export DESIGN_NAME = if2id_reg
export DESIGN_NICKNAME = if2id_reg
export VERILOG_FILES = /design/flow/design.v
export SDC_FILE = /design/flow/constraint.sdc
export NUM_CORES = 4
export LEC_CHECK = 1
export CORE_UTILIZATION = 30
==> flow/constraint.sdc <==
current_design if2id_reg

set clk_period 1.0
set clk_io_pct 0.2

create_clock -name clk0 -period $clk_period [get_ports {clk}]

set non_clock_inputs [all_inputs -no_clocks]
set_input_delay [expr $clk_period * $clk_io_pct] -clock clk0 $non_clock_inputs
set_output_delay [expr $clk_period * $clk_io_pct] -clock clk0 [all_outputs]
==> impl_metrics.csv <==
group,metric,value,unit
status,run_status,"finished, violations left",
status,violations,"negative setup slack",
setup_path,crit_path_end_kind,"output port",
sta,rsz0062_at_grt,"yes",
drt,antenna_left,0,
setup_path,setup.worst_path.class,"reg2out",
synthesis,area_leaders,"dfrtp_1 (100%)",
sta,worst_pin_slew,0.577,ns
clock_tree,root_buffer,"clkbuf_8",
synthesis,top_area_cell,"dfrtp_1",
synthesis,ys_types,1,
floorplan,ioPinCount,194,
setup_path,cp_data_arrival_time,0.83,ns
floorplan,num_rows,32,
synthesis,yosysChipArea,2400,um^2
sta,fin_tns_setup,-1.32,ns
synthesis,syn_inst,96,
global_route,grt_pass1_vias,1637,
global_route,grt_pass1_wl,9360,um
setup_path,max_stage_delay,0.37,ns
sta,drv_slew,0,
placed_design,place_inst,394,
clock_tree,clockBufferDepth,2,
finish,num-fill-cells,641,
synthesis,ys_ff,96,
finish,logic_gates,0,
drt,wire_per_inst,15.1,um
synthesis,adder_share,0,%
power,p_leak,2.02,nW
power,vdd_ir_drop_max,0.00104,V
sta,finalSetupViolations,86,
finish,flop_area,2400,um^2
drt,vias,1542,
synthesis,async_reset_ff_share,100,%
global_route,grt_usage,15.9,%
setup_path,cp-start-kind,"register",
synthesis,common_cells,"dfrtp_1 (96)",
power,power_density,1750,nW/um^2
drt,drtPass1Iterations,4,
setup_path,cp_max_fo,1,
global_route,grt_overflow_total,0,
min_path,min_path_type,"in2reg",
finish,logic_area,0,um^2
sta,period_minus_slack,1.03,ns
synthesis,syn_avg_cell_area,25.0,um^2
setup_path,path_delay_family,"flip-flops",
sta,max_slew_margin,61.4,%
sta,fmax,972,MHz
clock_tree,cts_tree,"built",
floorplan,dieArea,8370,um^2
setup_path,path_buffers,1,
setup_path,crit_chain,"buf_2",
synthesis,ys_seq_share,100,%
synthesis,mux_share,0,%
clock_tree,htree_levels,3,
setup_path,slowest_stage,"dfrtp_1",
synthesis,synth-main-ff-cell,"dfrtp_1",
global_route,grt_max_degree,32,
synthesis,top_area_share,100,%
placed_design,globalplace.congestion,0.817,
drt,drt-initial-drc-count,20,
synthesis,edf_count,0,
clock_tree,cts_sinks,96,
finish,stdcell_count,412,
placed_design,dp_hpwl,4800,um
sta,period_used_share,103,%
clock_tree,cts-buffers-inserted,9,
synthesis,yosysWarnings,1,
finish,area_growth,78.2,%
drt,drc_errors,0,
synthesis,syn_area,2400,um^2
finish,drive_gt1_share,36.8,%
drt,num_antenna_cells,0,
synthesis,ys_cells,96,
synthesis,simple_gate_area_share,0,%
floorplan,initial_core_util,31.1,%
synthesis,ys_sh_aoi,0,%
synthesis,ys_sh_xor,0,%
placed_design,portBuffers,193,
drt,wl,6200,um
sta,finalHoldViolations,0,
clock_tree,post_cts.repair.setup_buffers,0,
floorplan,die_height,91.5,um
global_route,antenna_found_initial,0,
synthesis,top_cell,"dfrtp_1",
clock_tree,clkTransAtPathRegs,0.09,ns
flow_run,warning_count,28,
placed_design,place_ws,-0.00491,ns
floorplan,die_w,91.5,um
drt,viasPerCell,3.74,
flow_run,drv_cap,0,
setup_path,cp.required,0.80,ns
finish,postLayoutCoreUtil,55.4,%
sta,setup_ws,-0.0293,ns
floorplan,core_region_area,7730,um^2
## per-stage QoR
| stage | hold slack [ns] | area, um^2 | total power [mW] |
|---|---|---|---|
| 5_1_grt | 0.252 | 4280 | 7.81 |
| 3_5_place_dp | 0.0933 | 4520 | 5.04 |
| 3_3_place_gp | 0.0951 | 4520 | 5.04 |
| 6_report | 0.277 | 4280 | 7.49 |
| 2_1_floorplan | -0.0956 | 2400 | 4.15 |
| 4_1_cts | -0.302 | 4260 | 7.61 |
## power by group
part / internal (mW) / total [mW] / switching [mW] / leakage (nW)
clock network: 1.49 / 2.74 / 1.25 / 0.111
registers: 4.07 / 4.11 / 0.0382 / 1.12
logic: 0.477 / 0.640 / 0.163 / 0.795
## cell usage in the layout (no fill, tap or decap), drive strengths merged
cell type      Yosys  final
buf                0    100
clkinv             0      2
dfrtp             96     96
dlygate4sd3        0      2
clkbuf             0     12
bufinv             0      2
clkdlybuf4s50      0     96
## layout make-up
cell class / count / area share (%)
Clock inverter: 4 / 1.81
Tap cell: 102 / 2.98
Sequential cell: 96 / 56.1
Timing Repair Buffer: 198 / 35.7
Clock buffer: 12 / 3.39
## timing repair
action	CTS	global route
endpoints found under the setup margin	96	96
hold endpoints to repair	85	13
gates resized	298	0
## logic make-up (layout without fill, tap and decap cells)
| family | count (synthesis) | count (layout) |
|---|---|---|
| flops | 96 | 96 |
| buf+inv | 0 | 214 |
## worst paths after layout
| path | cells after the start | from | endpoint | slack [ns] |
|---|---|---|---|---|
| min in group asynchronous | 2 | rst_n | pc_o[10] | 0.37 |
| max in group asynchronous | 3 | rst_n | instruction_o[24] | 0.23 |
| hold / removal | 1 | pc_i[14] | pc_o[14] | 0.28 |
| setup / recovery | 1 | pc_o[14] | pc_o[14] | -0.03 |
## routing by layer
layer	global-route usage [%]	vias up	part of all wire (%)
met2	28.0	71	56
met3	3.06	14	6.2
li1	-	713	-
met1	20.7	744	35
met4	4.37	0	3.1
met5	0	-	0
## registers in the layout, summed over array words and instances, names as in the netlist
| name | flops |
|---|---|
| instruction_o | 32 |
| pc_o | 32 |
| pc_plus4_o | 32 |
Power figures rest on the tool's default switching activity, not on a simulated workload.
