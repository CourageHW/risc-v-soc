$ cat /design/flow/design.v
package core_pkg;
  localparam DATA_WIDTH = 32;
  localparam REG_MEM_ADDR_WIDTH  = 5;
  localparam INST_MEM_ADDR_WIDTH = 12;
  localparam DATA_MEM_ADDR_WIDTH = 12;
  localparam logic [2:0] FUNCT3_R_ADD_SUB   = 3'h0;  
  localparam logic [2:0] FUNCT3_I_ADDI      = 3'h0;  
  localparam logic [2:0] FUNCT3_R_XOR       = 3'h4;  
  localparam logic [2:0] FUNCT3_I_XORI      = 3'h4;  
  localparam logic [2:0] FUNCT3_R_OR        = 3'h6;  
  localparam logic [2:0] FUNCT3_I_ORI       = 3'h6;  
  localparam logic [2:0] FUNCT3_R_AND       = 3'h7;  
  localparam logic [2:0] FUNCT3_I_ANDI      = 3'h7;  
  localparam logic [2:0] FUNCT3_R_SLL       = 3'h1;  
  localparam logic [2:0] FUNCT3_I_SLLI      = 3'h1;  
  localparam logic [2:0] FUNCT3_R_SHIFT_R   = 3'h5;  
  localparam logic [2:0] FUNCT3_I_SHIFT_R   = 3'h5;  
  localparam logic [2:0] FUNCT3_R_SLT       = 3'h2;  
  localparam logic [2:0] FUNCT3_I_SLTI      = 3'h2;  
  localparam logic [2:0] FUNCT3_R_SLTU      = 3'h3;  
  localparam logic [2:0] FUNCT3_I_SLTIU     = 3'h3;  
  localparam logic [2:0] FUNCT3_LOAD_BYTE   = 3'h0;  
  localparam logic [2:0] FUNCT3_LOAD_HALF   = 3'h1;  
  localparam logic [2:0] FUNCT3_LOAD_WORD   = 3'h2;  
  localparam logic [2:0] FUNCT3_LOAD_BYTE_U = 3'h4;  
  localparam logic [2:0] FUNCT3_LOAD_HALF_U = 3'h5;  
  localparam logic [2:0] FUNCT3_STORE_BYTE  = 3'h0;  
  localparam logic [2:0] FUNCT3_STORE_HALF  = 3'h1;  
  localparam logic [2:0] FUNCT3_STORE_WORD  = 3'h2;  
  localparam logic [2:0] FUNCT3_BRANCH_EQ   = 3'b000;  
  localparam logic [2:0] FUNCT3_BRANCH_NE   = 3'b001;  
  localparam logic [2:0] FUNCT3_BRANCH_LT   = 3'b100;  
  localparam logic [2:0] FUNCT3_BRANCH_GE   = 3'b101;  
  localparam logic [2:0] FUNCT3_BRANCH_LTU  = 3'b110;  
  localparam logic [2:0] FUNCT3_BRANCH_GEU  = 3'b111;  
  localparam logic [2:0] FUNCT3_JALR        = 3'h0;  
  localparam logic [2:0] FUNCT3_INV         = 3'h0;
  localparam logic [6:0] FUNCT7_R_ADD   = 7'h00;  
  localparam logic [6:0] FUNCT7_R_SUB   = 7'h20;  
  localparam logic [6:0] FUNCT7_R_XOR   = 7'h00;  
  localparam logic [6:0] FUNCT7_R_OR    = 7'h00;  
  localparam logic [6:0] FUNCT7_R_AND   = 7'h00;  
  localparam logic [6:0] FUNCT7_R_SLL   = 7'h00;  
  localparam logic [6:0] FUNCT7_R_SRL   = 7'h00;  
  localparam logic [6:0] FUNCT7_R_SRA   = 7'h20;  
  localparam logic [6:0] FUNCT7_I_SLL   = 7'h00;  
  localparam logic [6:0] FUNCT7_I_SRL   = 7'h00;  
  localparam logic [6:0] FUNCT7_I_SRA   = 7'h20;  
  localparam logic [6:0] FUNCT7_R_SLT   = 7'h00;  
  localparam logic [6:0] FUNCT7_R_SLTU  = 7'h00;  
  localparam logic [6:0] FUNCT7_INVALID = 7'h11;
  typedef enum logic [6:0] {
    OPCODE_RTYPE  = 7'b0110011,
    OPCODE_ITYPE  = 7'b0010011,
    OPCODE_LOAD   = 7'b0000011,
    OPCODE_STORE  = 7'b0100011,
    OPCODE_BRANCH = 7'b1100011,
    OPCODE_JAL    = 7'b1101111,
    OPCODE_JALR   = 7'b1100111,
    OPCODE_LUI    = 7'b0110111,
    OPCODE_AUIPC  = 7'b0010111,
    OPCODE_ENV    = 7'b1110011
  } opcode_e;
  typedef enum logic [2:0] {
    IMM_ITYPE,
    IMM_LOGICAL,
    IMM_STYPE,
    IMM_BTYPE,
    IMM_UTYPE,
    IMM_JTYPE,
    IMM_RTYPE  
  } imm_sel_e;
  typedef enum logic [1:0] {
    WB_ALU,
    WB_MEM,
    WB_PC4,
    WB_NONE
  } wb_sel_e;
endpackage
`timescale 1ns / 1ps
module register_file #(
  parameter DATA_WIDTH = 32,
  parameter REG_MEM_ADDR_WIDTH = 5
) (
  input logic clk,
  input logic [REG_MEM_ADDR_WIDTH-1:0] rd_addr1_i,
  input logic [REG_MEM_ADDR_WIDTH-1:0] rd_addr2_i,
  input logic [REG_MEM_ADDR_WIDTH-1:0] wr_addr_i,
  input logic [DATA_WIDTH-1:0]         wr_data_i,
  input logic                          wr_en_i,
  output logic [DATA_WIDTH-1:0] rd_data1_o,
  output logic [DATA_WIDTH-1:0] rd_data2_o
);
  localparam NUM_REGS = 1 << REG_MEM_ADDR_WIDTH;
  logic [DATA_WIDTH-1:0] registers [0:NUM_REGS-1];
  always_comb begin
    if (wr_en_i && wr_addr_i != '0 && wr_addr_i == rd_addr1_i) begin
      rd_data1_o = wr_data_i;
    end else begin
      rd_data1_o = (rd_addr1_i == '0) ? '0 : registers[rd_addr1_i];
    end
    if (wr_en_i && wr_addr_i != '0 && wr_addr_i == rd_addr2_i) begin
      rd_data2_o = wr_data_i;
    end else begin
      rd_data2_o = (rd_addr2_i == '0) ? '0 : registers[rd_addr2_i];
    end
  end
  always_ff @(posedge clk) begin
    if (wr_en_i && wr_addr_i != '0) begin
      registers[wr_addr_i] <= wr_data_i;
    end
  end
endmodule
$ cat /design/flow/run.sh
#!/bin/bash
# OpenROAD 26Q1-2900-gdf79404cd8, Yosys 0.63+post, stock flow scripts
make -C /OpenROAD-flow-scripts/flow DESIGN_CONFIG=/design/flow/config.mk WORK_HOME=/design/flow/orfs finish
$ cat /design/flow/config.mk
export PLATFORM = sky130hd
export DESIGN_NAME = register_file
export DESIGN_NICKNAME = register_file
export VERILOG_FILES = /design/flow/design.v
export SDC_FILE = /design/flow/constraint.sdc
export NUM_CORES = 4
export LEC_CHECK = 1
export CORE_UTILIZATION = 40
$ cat /design/flow/constraint.sdc
current_design register_file

set clk_period 14.7
set clk_io_pct 0.2

create_clock -name clk0 -period $clk_period [get_ports {clk}]

set non_clock_inputs [all_inputs -no_clocks]
set_input_delay [expr $clk_period * $clk_io_pct] -clock clk0 $non_clock_inputs
set_output_delay [expr $clk_period * $clk_io_pct] -clock clk0 [all_outputs]
==> flow_metrics.env <==
# physical design summary
export IMPL_status="complete, no violations"
export IMPL_drive_gt1_frac=0.243
export IMPL_vias=29400
export IMPL_slew_violations=0
export IMPL_max_vdd_ir_drop_mv=0.101
export IMPL_ys_cells=2699
export IMPL_fp_dieW_um=349
export IMPL_hold_buffers=0
export IMPL_ios=113
export IMPL_syn_avg_cell_area_um2=17.8
export IMPL_place_ws_ps=4600
export IMPL_route_detailed_drc=0
export IMPL_slowest_delay_ps=620
export IMPL_slew_headroom=0.313
export IMPL_cts_tree="built"
export IMPL_fin_crit_sh=0.698
export IMPL_antenna_left=0
export IMPL_worstPathRequired_ps=11760
export IMPL_p_comb_frac=0.099
export IMPL_critPathLaunchType="input pin"
export IMPL_dieHeight_um=349
export IMPL_crit_family="buffers and inverters"
export IMPL_port_buffers=112
export IMPL_setup_viol=0
export IMPL_path_buffers=4
export IMPL_cp_slowest_cell="or3_1"
export IMPL_synth_cell_types=43
export IMPL_worst_setup_path_type="input pin to primary output"
export IMPL_top_register="registers"
export IMPL_final_cells=4522
export IMPL_place_hpwl_mm=96.5
export IMPL_worstMarginPinSlew_ps=1020
export IMPL_log_warning_count=26
export IMPL_dr_pass1_iters=5
export IMPL_cts_max_level=3
export IMPL_clk_path_buf_depth=3
export IMPL_fmax_mhz=97.5
export IMPL_ys_ff=1024
export IMPL_tns_ps=0
export IMPL_yosysTopAreaCellShare=0.639
export IMPL_hold_path_class="input pin to register"
export IMPL_grt_pass1_wl_mm=235
export IMPL_rsz0062_at_grt="no"
export IMPL_cts_reportedPaths_clkPinSlew_ps=60
export IMPL_cts_sinks=1024
export IMPL_track_usage=0.300
export IMPL_pwr_share_clk=0.404
export IMPL_ctsResizeCount=0
export IMPL_wl_per_cell_um=36.6
export IMPL_maxCapViolCount=0
export IMPL_grt_overflow_total=0
export IMPL_largest_reg_flops=1024
export IMPL_switching_share=0.231
export IMPL_power_leakage_nw=17.9
export IMPL_placed_cells=4330
export IMPL_yosysChipArea_mm2=0.0481
export IMPL_drt_initial_drc_count=2207
export IMPL_place_congestion=0.928
export IMPL_yosys_top_cells_area="edfxtp_1 64%, mux4_2 15%, mux2i_1 8.1%"
export IMPL_cp_arrival_ps=7320
export IMPL_die_area_mm2=0.122
export IMPL_flop_area_mm2=0.0307
export IMPL_setup_slack_ps=4440
export IMPL_pwr_share_seq=0.497
export IMPL_syn_area_mm2=0.0481
export IMPL_area_growth_pct=14.1
export IMPL_hp_start="wr_data_i[11]"
export IMPL_p_switching_mw=1.52
export IMPL_top_area_cell="edfxtp_1"
export IMPL_edf_count=1024
export IMPL_period_needed_ps=10260
export IMPL_endpoint_kind="primary output"
export IMPL_syn_inst=2699
export IMPL_cts_setup_buffers=0
export IMPL_grt_max_degree=91
export IMPL_initial_core_util=0.405
export IMPL_vias_per_cell=6.51
export IMPL_detail_route_wirelength_mm=166
export IMPL_powerDensity_mw_per_mm2=120
export IMPL_yosys_warnings=1
export IMPL_final_util=0.463
export IMPL_grt_pass1_vias=32800
export IMPL_cts_root_buffer="clkbuf_16"
export IMPL_antenna_found_initial=2
export IMPL_holdPathStages=2
export IMPL_async_flop_share=0
export IMPL_hold_violations=0
export IMPL_hold_path_endpoint="registers[12][11]$_DFFE_PP_"
export IMPL_reg_largest_list="registers x1024"
export IMPL_cts_buffers=104
export IMPL_yosysSeqAreaShare=0.639
export IMPL_p_int_mw=5.07
export IMPL_fp_row_count=126
export IMPL_path_max_fanout=33
export IMPL_ff_type="edfxtp_1"
export IMPL_crit_chain="clkdlybuf4s50_1, or3_1, o31ai_2, nor4_4, buf_4, nor2_4, buf_4, a32o_1, clkdlybuf4s50_1"
export IMPL_core_mm2=0.119
export IMPL_p_total_mw=6.59
export IMPL_num_fill_cells=9608
export IMPL_final_comb_area_mm2=0.0167
final cells by class:
class                   instances  area share
diodes                          3    0.000137
repair buffers                230      0.0378
multi-input cells            1475       0.304
inverters                       1   0.0000683
clock buffers                 123      0.0495
well taps                    1600      0.0364
clock inverters                66      0.0122
flip-flops and latches       1024       0.560
placed cells by master, fill, tap and decap left out, types with 7 or more instances in the layout:
cell | synthesis | final
edfxtp_1 | 1024 | 1024
a21oi_1 | 81 | 81
o22ai_1 | 37 | 37
clkbuf_1 | 108 | 17
a22o_1 | 12 | 12
buf_4 | 20 | 114
clkinv_2 | 0 | 18
o221ai_1 | 58 | 58
conb_1 | 1 | 32
mux2i_1 | 391 | 391
nand3b_1 | 7 | 7
bufinv_16 | 0 | 13
nand3_1 | 43 | 43
clkbuf_16 | 0 | 106
mux2_2 | 63 | 63
xnor2_1 | 8 | 8
a221oi_1 | 12 | 12
a221o_1 | 36 | 36
nor2_4 | 0 | 35
clkinv_1 | 0 | 29
a32o_1 | 58 | 58
mux4_2 | 320 | 320
clkdlybuf4s50_1 | 0 | 102
a211o_1 | 8 | 8
nand2_1 | 93 | 93
nor2_1 | 60 | 26
a22oi_1 | 103 | 103
synth_stat cells, types with 2 or more instances:
cell type and number:
a221o_1 36, a211o_1 8, a22oi_1 103, buf_2 80, a32o_1 58, xnor2_1 8, buf_1 12, a21oi_1 81
and2_1 2, nand4_1 6, mux2i_1 391, o21ai_1 4, mux2_2 63, o221ai_1 58, mux4_2 320, o21ai_0 2
nor2b_1 7, a22o_1 12, or3b_2 5, nand2_1 93, edfxtp_1 1024, nand2b_1 2, clkbuf_1 108, o22ai_1 37
nand3_1 43, nor2_1 60, nand3b_1 7, o211ai_1 6, nor3_1 2, xor2_1 2, or3_1 3, buf_6 10
a211oi_1 6, a221oi_1 12, buf_4 20
per-layer routing:
layer | global-route usage | wire, um
met2 | 0.414 | 72500
met5 | 0.0160 | 71
met4 | 0.122 | 9050
met3 | 0.272 | 35000
met1 | 0.321 | 49100
how the worst max path moves through the flow:
| stage | slack, ps | endpoint | cells past startpoint | startpoint |
|---|---|---|---|---|
| after CTS | 4570 | rd_data1_o[11] | 9 | wr_addr_i[3] |
| after global routing | 4370 | rd_data2_o[7] | 10 | rd_addr2_i[2] |
| final | 4440 | rd_data1_o[16] | 9 | wr_addr_i[3] |
per-stage QoR:
| step | hold WS [ps] | cell area [um^2] |
|---|---|---|
| floorplan | 3040 | 48200 |
| global placement | 3770 | 51500 |
| finish | 3080 | 54900 |
| CTS | 3050 | 54900 |
| global route | 3100 | 54900 |
| detailed placement | 3780 | 51500 |
cells by family after synthesis:
kind of cell,after synthesis,share of synthesized area
buffers and inverters,231,0.0232
xor gates and xnor gates,10,0.00182
and+or+nand+nor,234,0.0219
DFF,1024,0.639
AOI/OAI and AO/OA,425,0.0682
muxes,774,0.246
other,1,0.0000779
power by group through the flow:
| stage | Clock [mW] | Sequential, mW | Combinational, mW |
|---|---|---|---|
| after CTS | 2.69 | 3.27 | 0.645 |
| final | 2.66 | 3.27 | 0.653 |
| after global routing | 2.79 | 3.28 | 0.685 |
No activity file was given, so power comes from the tool's default toggle rates.
